==> flow/design.v <==
`default_nettype none
module top (
  input  logic hz100, reset,
  input  logic [20:0] pb,
  output logic [7:0] left, right,
         ss7, ss6, ss5, ss4, ss3, ss2, ss1, ss0,
  output logic red, green, blue,
  output logic [7:0] txdata,
  input  logic [7:0] rxdata,
  output logic txclk, rxclk,
  input  logic txready, rxready
);
  assign ss0[6:0] = pb[6:0];
  bargraph Q2(.in(pb[15:0]), .out({left[7:0], right[7:0]}));
  decode3to8 Q3(.in(pb[2:0]), .out({ss7[7], ss6[7], ss5[7], ss4[7], ss3[7], ss2[7], ss1[7], ss0[7]}));
endmodule 
module bargraph (
  input logic [15:0] in,
  output logic [15:0] out
);
  assign out[15] = |in[15];
  assign out[14] = |in[15:14];
  assign out[13] = |in[15:13];
  assign out[12] = |in[15:12];
  assign out[11] = |in[15:11];
  assign out[10] = |in[15:10];
  assign out[9] = |in[15:9];
  assign out[8] = |in[15:8];
  assign out[7] = |in[15:7];
  assign out[6] = |in[15:6];
  assign out[5] = |in[15:5];
  assign out[4] = |in[15:4];
  assign out[3] = |in[15:3];
  assign out[2] = |in[15:2];
  assign out[1] = |in[15:1];
  assign out[0] = |in[15:0];
endmodule
module decode3to8 (
  input logic [2:0] in,
  output logic [7:0] out
);
    assign out[7:0] = { (in[2]) & (in[1]) & (in[0]),
                      (in[2]) & (in[1]) & (~in[0]),
                      (in[2]) & (~in[1]) & (in[0]),
                      (in[2]) & (~in[1]) & (~in[0]),
                      (~in[2]) & ( in[1]) & (in[0]),
                      (~in[2]) & ( in[1]) & (~in[0]),
                      (~in[2]) & (~in[1]) & (in[0]),
                      (~in[2]) & (~in[1]) & (~in[0]) };
endmodule
==> flow/run.sh <==
#!/bin/bash
# OpenROAD 26Q1-2900-gdf79404cd8, Yosys 0.63+post, stock flow scripts
make -C /OpenROAD-flow-scripts/flow DESIGN_CONFIG=/design/flow/config.mk WORK_HOME=/design/flow/orfs finish
==> flow/config.mk <==
export PLATFORM = sky130hd
export DESIGN_NAME = top
export DESIGN_NICKNAME = top
export VERILOG_FILES = /design/flow/design.v
export SDC_FILE = /design/flow/constraint.sdc
export NUM_CORES = 4
export LEC_CHECK = 1
export CORE_AREA = 10 10 70 70
export DIE_AREA = 0 0 80 80
==> flow/constraint.sdc <==
current_design top

set clk_period 6.2
set clk_io_pct 0.2

create_clock -name clk0 -period $clk_period

set non_clock_inputs [all_inputs -no_clocks]
set_input_delay [expr $clk_period * $clk_io_pct] -clock clk0 $non_clock_inputs
set_output_delay [expr $clk_period * $clk_io_pct] -clock clk0 [all_outputs]
==> run summary <==
Status: completed
Post-Layout Inst Area: 965 sq um
Hold path startpoint: pb[4]
Final Cycle Share: 69.5%
Cell Rows: 21
Startpoint types: primary input
Area of the core: 3420 sq um
Syn-to-layout area delta: 28.3%
Die height: 80 um
Postcts setup bufs: 0
RSZ-0062 raised after global routing: false
Slew Viols, Final: 0
DR vias: 561
Floorplan utilization: 22.0%
Post-Synthesis Cells: 105
Peak VDD IR: 6.63 uV
F_max: 232 MHz
Cell area after placement: 965 sq um
Sequential power share: 0%
Max-area cell share: 69.9%
First-pass GRT wire length: 2860 um
Final hold vios: 0
CP arrival: 3.07 ns
CTS resizes: 0
Clock share of power: 0%
Log Warnings: 49
Switching Power: 0.0105 mW
Most frequent cell after synthesis: buf_4
Yosys cell count: 105
Tot Pwr: 0.0311 mW
Yosys chip area: 752 sq um
P_int: 0.0206 mW
Setup Total Neg Slack: 0 ns
Vias per cell: 3.02
Critical path endpoint category: output pin
Power share of the combinational group: 100.0%
Initial antenna violation count: 0
Worst min-delay path category: primary input to output pin
Synth cell types: 21
Ports: 126
Drt total wl: 2150 um
Die Area: 6400 sq um
I/O Buffers: 47
Mapped Area: 752 sq um
Critical path class: primary input to output pin
Cell type with the largest total area: buf_4
Drt first pass iters: 4
Avg Cell Area, Syn: 7.16 sq um
Synth warn: 62
# hold bufs at CTS: 0
Detail Route Antenna Nets: 0
Max Cap Viol: 0
Post-route DRC: 0
Worst-path maximum fanout: 8
Critical Path RT: 4.96 ns
Min cycle time layout: 4.31 ns
Flop count: 0
Seq share, synth: 0%
Grt total ovfl: 0
# diodes: 0
PD cells: 32.3 nW/um^2
Routed WL per cell: 11.5 um
Number of global-route vias before repair: 600
Die Wd: 80 um
HPWL Detailed: 2040 um
Hold Path Cell Cnt: 2
Share of layout cells above drive strength 1: 5.00%
Largest net degree at the start of global routing: 12
Hold endpoint: ss0[4]
Synth cell count leaders: 70 x buf_4, 5 x nand2_1, 3 x nor2_1, 3 x nor3b_1, 3 x or2_2
GR Util All Layers: 5.22%
Sw frac: 33.9%
Setup violators final: 0
Routability cong.: 0.696
Clkbuf count: 0
1st-iter DRT viols: 11
Sequential Area: 0 sq um
Biggest area cells: buf_4 70%, nor3b_1 3.0%, or3_4 3.0%
Leakage power: 0.439 nW
kinds of logic (layout without fill, tap and decap cells):
family	Yosys count	after routing	share of synthesized area [%]
other	1	62	0.499
buffers and inverters	73	47	72.4
and+or+nand+nor	31	31	27.1
worst max-delay path: stages:
cell and delay, ns:
clkdlybuf4s50_1 0.41, or3_4 0.43, nor4_4 0.41, nand3_1 0.13, clkdlybuf4s50_1 0.45
worst max path at each step:
| stage | start | endpoint | slack (ns) | cells past startpoint |
|---|---|---|---|---|
| global route | pb[14] | right[1] | 1.75 | 5 |
| finish | pb[14] | right[1] | 1.89 | 5 |
| CTS | pb[14] | right[1] | 1.86 | 5 |
per-stage QoR:
step	hold WS (ns)	worst slack, ns	std cells	util [%]
floorplan	2.49	2.71	166	-
global placement	3.33	1.86	186	28.2
detailed placement	3.33	1.87	186	28.2
CTS	3.34	1.86	186	28.2
global route	3.37	1.75	186	28.2
finish	3.32	1.89	186	28.2
area by class of cell:
class	count	area [sq um]
multi-input cells	93	437
fillers	380	2450
well taps	46	57.6
repair buffers	47	470
cells in the final DEF (no fill, tap or decap), types with 2 or more instances in the layout:
cell / count
nand2_1: 5
nor2_1: 3
or2_2: 3
clkdlybuf4s50_1: 47
nand3_1: 2
nor3_1: 2
nor3b_1: 3
conb_1: 62
or3_4: 2
nand3b_1: 2
power groups by stage:
stage	combinational (mW)	sequential [mW]	clock [mW]
finish	0.0311	0	0
global route	0.0354	0	0
CTS	0.0327	0	0
metal layers:
metal | part of all wire [%] | up-vias | wire (um) | GRT usage (%)
met5 | 0 | - | 0 | 0
met4 | 0 | 0 | 0 | 0
met3 | 11 | 0 | 227 | 0.795
met2 | 51 | 50 | 1110 | 10.2
met1 | 38 | 238 | 813 | 6.06
li1 | - | 273 | - | -
Power figures rest on the tool's default switching activity, not on a simulated workload.
